==> ./config.mk <==
export PLATFORM = sky130hd
export DESIGN_NAME = mem2
export DESIGN_NICKNAME = mem2
export VERILOG_FILES = /design/flow/design.v
export SDC_FILE = /design/flow/constraint.sdc
export NUM_CORES = 4
export LEC_CHECK = 1
export CORE_UTILIZATION = 50
==> ./constraint.sdc <==
current_design mem2

set clk_period 31.8
set clk_io_pct 0.2

create_clock -name clk0 -period $clk_period [get_ports {clka}]

set non_clock_inputs [all_inputs -no_clocks]
set_input_delay [expr $clk_period * $clk_io_pct] -clock clk0 $non_clock_inputs
set_output_delay [expr $clk_period * $clk_io_pct] -clock clk0 [all_outputs]
==> ./design.v <==
`timescale 1ns / 1ps
module mem2(addra, clka, dina, douta, ena, wea,getvalue);
	input clka, ena, wea ,getvalue;
	input [5:0] addra;
	input [31:0] dina;
	output [31:0] douta;
	reg [31:0] mem[0:63];
	reg [31:0] addr_reg;
	assign douta = mem[addra];
	always @(posedge clka)
	begin
		if(!getvalue)begin
			if(wea)		
            	mem[addra] <= dina;
			if(ena)	
            	addr_reg <= addra;
        end
	end
endmodule
==> ./run.sh <==
#!/bin/bash
# OpenROAD 26Q1-2900-gdf79404cd8, Yosys 0.63+post, stock flow scripts
make -C /OpenROAD-flow-scripts/flow DESIGN_CONFIG=/design/flow/config.mk WORK_HOME=/design/flow/orfs finish
==> impl_metrics.py <==
# Flow results
metrics = {
    "final_timing": {
        "final-hold-violation-count": 0,
        "whs_ps": 6000,
        "finalMaxSlewViolations": 0,
        "period_needed_ps": 17960,
        "max_freq_mhz": 55.7,
        "tightest_slew_ps": 1380,
        "fin_crit_sh_pct": 56.5,
        "final-setup-viol-count": 0,
        "maxSlewHeadroom_pct": 7.39,
        "rsz0062_at_grt": "no",
        "setup_tns_ps": 0,
    },
    "grt": {
        "grt_pass1_wl_um": 325000,
        "antenna_found_initial": 5,
        "grt_max_degree": 85,
        "grt_usage_pct": 32.4,
        "grt.overflow.total": 0,
        "grt_pass1_vias": 46076,
    },
    "clocking": {
        "clock_sinks": 2048,
        "clockBufferDepth": 3,
        "cts_htree_levels": 4,
        "cts_tree": "built",
        "root_buffer": "clkbuf_16",
        "cts_inserted_buffers": 204,
        "cts_hold_buf": 0,
        "cts_resized": 0,
        "cts_setup_buffers": 0,
        "clk_pin_slew_ps": 60,
    },
    "drt": {
        "drtIter0Drc": 2852,
        "drc_errors": 0,
        "vias": 44771,
        "met1_length_um": 76800,
        "wl_per_cell_um": 33.4,
        "drtPass1Iterations": 7,
        "postRouteWirelength_um": 229000,
        "vias_per_cell": 6.52,
        "top_layer": "met5",
        "ant_nets": 0,
        "wl_met2_um": 105000,
        "routed-wl-met3_um": 39100,
    },
    "synthesis": {
        "syn-cell-area_sq_um": 79300,
        "syn_area_per_cell_sq_um": 17.7,
        "top_area_cell": "edfxtp_1",
        "synth_top_flop_cell": "edfxtp_1",
        "yosysTopAreaCellShare_pct": 77.6,
        "async_flop_share_pct": 0,
        "synth_warnings": 1,
        "yosysUniqueCellTypes": 67,
        "ys_seq_share_pct": 77.6,
        "syn_inst": 4488,
        "ys_area_sq_um": 79300,
        "edf_count": 2048,
        "yosysCellCount": 4488,
        "topCellsByArea": "edfxtp_1, a221oi_1, a22oi_1, mux2_2, mux2i_1",
        "ys_ff": 2048,
    },
    "power": {
        "p_per_area_nw_per_um2": 61.8,
        "ir_worst_vdd_mv": 0.0550,
        "power.leakage_nw": 27.6,
    },
    "placement": {
        "gp_routability_congestion": 0.887,
        "port_buffers": 72,
        "hpwlAfterDp_um": 126000,
    },
    "worst_hold_path": {
        "hold_start": "dina[15]",
        "hold_depth": 1,
        "hold_end": "mem[4][15]",
        "hp-class": "input pin to register",
    },
    "setup_path": {
        "cp_max_fo": 63,
        "critPathBufInv": 6,
        "crit_slowest_cell": "buf_4",
        "crit_type": "input pin to primary output",
        "crit_chain": "buf_8, buf_4, buf_4, buf_4, and3b_2, buf_4, a22oi_1, a31oi_1, a211oi_1, nand3_1, clkdlybuf4s50_1",
        "startpoint_type": "input pin",
        "critical_path.max_stage_delay_ps": 640,
        "crit_path_end_kind": "primary output",
        "crit_required_ps": 25440,
        "crit_arrival_ps": 11600,
        "cpMostUsedCell": "buf_4",
        "cp_top_family": "buffers and inverters",
    },
    "final_layout": {
        "final-comb-area_sq_um": 16700,
        "top_register": "mem",
        "largest_reg_flops": 2048,
        "top_regs": "mem: 2048 flops",
        "nFillCells": 11581,
        "drive_gt1_share_pct": 18.5,
        "area.growth.synth_to_final_pct": 12.7,
        "flop_area_sq_um": 61500,
    },
    "floorplan": {
        "die-area_sq_um": 160000,
        "rows": 145,
        "core_area_sq_um": 157000,
        "fp.dieH_um": 400,
        "fp.dieW_um": 400,
        "fp_util_pct": 50.6,
        "ioPinCount": 74,
    },
    "run_status": {
        "status": "complete, no violations",
    },
    "run": {
        "warnings": 27,
        "maxCapViolCount": 0,
    },
}
==> report_power, final <==
group	internal, mW	switching [mW]
Combinational	0.0889	0.216
Clock	1.25	0.987
Sequential	2.98	0.00205
==> cell type report <==
cell class	count	share of cell area (%)
multi-input combinational	2071	18.7
clock buffer	264	5.99
sequential	2048	68.8
tap	2058	2.88
inverter	5	0.0238
antenna	1	0.00280
timing repair buffer	309	2.66
clock inverter	107	0.889
==> through the flow <==
stage / std cells / area, sq um / setup slack, ps / power, mW / utilization, %
6_report: 6863 / 89300 / 13840 / 5.52 / 57.0
4_1_cts: 6862 / 89300 / 13950 / 5.55 / 57.0
3_3_place_gp: 6491 / 83200 / 14000 / 3.34 / 53.1
2_1_floorplan: 4488 / 79300 / 17660 / 3.18 / -
5_1_grt: 6862 / 89300 / 13740 / 5.67 / 57.0
3_5_place_dp: 6491 / 83200 / 14000 / 3.34 / 53.1
==> layer usage <==
layer | GRT usage [%] | vias to the layer above
li1 | - | 19138
met2 | 45.4 | 2848
met5 | 2.36 | -
met4 | 8.42 | 16
met1 | 43.3 | 22358
met3 | 23.5 | 411
==> worst max-delay path by stage <==
| stage | startpoint | to | slack (ps) | cells after the start |
|---|---|---|---|---|
| after CTS | addra[0] | douta[14] | 13950 | 12 |
| after global routing | addra[0] | douta[12] | 13740 | 11 |
| final | addra[0] | douta[8] | 13840 | 11 |
==> layout by cell type (no fill, tap or decap), drive strengths merged, types with 110 or more instances in the layout <==
| cell type | instances |
|---|---|
| clkbuf | 264 |
| a221oi | 283 |
| nand3b | 110 |
| mux2i | 114 |
| buf | 272 |
| nand3 | 116 |
| a22oi | 293 |
| mux2 | 180 |
| edfxtp | 2048 |
==> logic make-up after synthesis <==
| logic type | after synthesis | share of synthesized area (%) |
|---|---|---|
| mux | 312 | 4.51 |
| flops | 2048 | 77.6 |
| simple gates | 612 | 4.82 |
| buf+inv | 369 | 2.12 |
| compound gates | 1147 | 11.0 |
==> Yosys cell counts (39+ instances only) <==
library cell and count:
o221ai_1 39, and3_1 62, a22oi_1 293, nor3b_1 64, mux2_2 178, clkbuf_1 186, o21ai_0 83, edfxtp_1 2048
or3b_2 55, nand3_1 116, o22a_1 56, nor2_1 74, mux2i_1 114, a31oi_1 58, a21oi_1 90, nand3b_1 110
buf_2 118, o22ai_1 64, a221oi_1 283
No activity file was given, so power comes from the tool's default toggle rates.
