[flow/design.v]
`timescale 1ns / 1ps
`timescale 1ns / 1ps
module fadd_align (a,b,sub,s_is_nan,s_is_inf,inf_nan_frac,sign,temp_exp,
op_sub,large_frac24,small_frac27);  
	input [31:0] a,b;
	input sub;
	output [26:0] small_frac27;
	output [23:0] large_frac24;
	output [22:0] inf_nan_frac;
	output [7:0] temp_exp;
	output s_is_nan;
	output s_is_inf;
	output sign;
	output op_sub;
	wire exchange = (b[30:0] > a[30:0]);
	wire [31:0] fp_large = exchange? b : a;
	wire [31:0] fp_small = exchange? a : b;
	wire fp_large_hidden_bit = |fp_large[30:23];
	wire fp_small_hidden_bit = |fp_small[30:23];
	wire [23:0] large_frac24 = {fp_large_hidden_bit,fp_large[22:0]};
	wire [23:0] small_frac24 = {fp_small_hidden_bit,fp_small[22:0]};
	assign temp_exp = fp_large[30:23];
	assign sign = exchange? sub^b[31] : a[31];
	assign op_sub = sub ^ fp_large[31] ^ fp_small[31];
	wire fp_large_expo_is_ff = &fp_large[30:23];  
	wire fp_small_expo_is_ff = &fp_small[30:23];
	wire fp_large_frac_is_00 = ~|fp_large[22:0];  
	wire fp_small_frac_is_00 = ~|fp_small[22:0];
	wire fp_large_is_inf=fp_large_expo_is_ff & fp_large_frac_is_00;
	wire fp_small_is_inf=fp_small_expo_is_ff & fp_small_frac_is_00;
	wire fp_large_is_nan=fp_large_expo_is_ff & ~fp_large_frac_is_00;
	wire fp_small_is_nan=fp_small_expo_is_ff & ~fp_small_frac_is_00;
	assign s_is_inf = fp_large_is_inf | fp_small_is_inf;
	wire s_is_nan = fp_large_is_nan | fp_small_is_nan | ((sub ^ fp_small[31] ^ fp_large[31]) & fp_large_is_inf & fp_small_is_inf);
	wire [22:0] nan_frac = (a[21:0] > b[21:0])?	{1'b1,a[21:0]} : {1'b1,b[21:0]};
	assign inf_nan_frac = s_is_nan? nan_frac : 23'h0;
	wire [7:0] exp_diff = fp_large[30:23] - fp_small[30:23];
	wire small_den_only = (fp_large[30:23] != 0) & (fp_small[30:23] == 0);
	wire [7:0] shift_amount = small_den_only? exp_diff - 8'h1 : exp_diff;
	wire [49:0] small_frac50 = (shift_amount >= 26)? {26'h0,small_frac24} : {small_frac24,26'h0} >> shift_amount;
	assign small_frac27 = {small_frac50[49:24],|small_frac50[23:0]};
endmodule
`timescale 1ns / 1ps
module reg_align_cal (a_rm,a_is_nan,a_is_inf,a_inf_nan_frac,a_sign,a_exp,
a_op_sub,a_large_frac,a_small_frac,clk,clrn,e,c_rm,
c_is_nan,c_is_inf,c_inf_nan_frac,c_sign,c_exp,
c_op_sub,c_large_frac,c_small_frac);  
	input [26:0] a_small_frac;
	input [23:0] a_large_frac;
	input [22:0] a_inf_nan_frac;
	input [7:0] a_exp;
	input [1:0] a_rm;
	input a_is_nan, a_is_inf, a_sign, a_op_sub;
	input e;  
	input clk, clrn;  
	output reg [26:0] c_small_frac;
	output reg [23:0] c_large_frac;
	output reg [22:0] c_inf_nan_frac;
	output reg [7:0] c_exp;
	output reg [1:0] c_rm;
	output reg c_is_nan,c_is_inf,c_sign,c_op_sub;
	always @ (posedge clk or negedge clrn) begin
		if (!clrn) begin
			c_rm <= 0;
			c_is_nan <= 0;
			c_is_inf <= 0;
			c_inf_nan_frac <= 0;
			c_sign <= 0;
			c_exp <= 0;
			c_op_sub <= 0;
			c_large_frac <= 0;
			c_small_frac <= 0;
		end else if (e) begin
			c_rm <= a_rm;
			c_is_nan <= a_is_nan;
			c_is_inf <= a_is_inf;
			c_inf_nan_frac <= a_inf_nan_frac;
			c_sign <= a_sign;
			c_exp <= a_exp;
			c_op_sub <= a_op_sub;
			c_large_frac <= a_large_frac;
			c_small_frac <= a_small_frac;
		end
	end
endmodule
`timescale 1ns / 1ps
module fadd_cal (op_sub,large_frac24,small_frac27, cal_frac);  
	input [23:0] large_frac24;
	input op_sub;
	input [26:0] small_frac27;
	output [27:0] cal_frac;
	wire [27:0] aligned_large_frac = {1'b0,large_frac24,3'b000};
	wire [27:0] aligned_small_frac = {1'b0,small_frac27};
	assign cal_frac = op_sub?
	aligned_large_frac - aligned_small_frac :
	aligned_large_frac + aligned_small_frac;
endmodule
`timescale 1ns / 1ps
module fadd_norm (rm,is_nan,is_inf,inf_nan_frac,sign,temp_exp,cal_frac,s);
	input [27:0] cal_frac;
	input [22:0] inf_nan_frac;
	input [7:0] temp_exp;
	input [1:0] rm;
	input is_nan,is_inf;
	input sign;
	output [31:0] s;
	wire [26:0] f4,f3,f2,f1,f0;
	wire [4:0] zeros;
	assign zeros[4] = ~|cal_frac[26:11];  
	assign f4 = zeros[4]? {cal_frac[10:0],16'b0} : cal_frac[26:0];
	assign zeros[3] = ~|f4[26:19];  
	assign f3 = zeros[3]? {f4[18:0], 8'b0} : f4;
	assign zeros[2] = ~|f3[26:23];  
	assign f2 = zeros[2]? {f3[22:0], 4'b0} : f3;
	assign zeros[1] = ~|f2[26:25];  
	assign f1 = zeros[1]? {f2[24:0], 2'b0} : f2;
	assign zeros[0] = ~f1[26];  
	assign f0 = zeros[0]? {f1[25:0], 1'b0} : f1;
	reg [26:0] frac0;
	reg [7:0] exp0;
	always @ * begin
		if (cal_frac[27]) begin
			frac0 = cal_frac[27:1];  
			exp0 = temp_exp + 8'h1;  
		end 
		else begin
			if ((temp_exp > zeros) && (f0[26])) begin  
				exp0 = temp_exp - zeros;
				frac0 = f0;  
			end
			else begin  
				exp0 = 0;
				if (temp_exp != 0)  
					frac0 = cal_frac[26:0] << (temp_exp - 8'h1);
				else frac0 = cal_frac[26:0];
			end
		end
	end
	wire frac_plus_1 =  
	~rm[1] & ~rm[0] & frac0[2] & (frac0[1] | frac0[0]) |
	~rm[1] & ~rm[0] & frac0[2] & ~frac0[1] & ~frac0[0] & frac0[3] |
	~rm[1] & rm[0] & (frac0[2] | frac0[1] | frac0[0]) & sign |
	rm[1] & ~rm[0] & (frac0[2] | frac0[1] | frac0[0]) & ~sign;
	wire [24:0] frac_round = {1'b0,frac0[26:3]} + frac_plus_1;
	wire [7:0] exponent = frac_round[24]? exp0 + 8'h1 : exp0;
	wire overflow = &exp0 | &exponent;
	assign s = final_result(overflow, rm, sign, is_nan, is_inf, exponent, frac_round[22:0], inf_nan_frac);
	function [31:0] final_result;
		input overflow;
		input [1:0] rm;
		input sign, is_nan, is_inf;
		input [7:0] exponent;
		input [22:0] fraction, inf_nan_frac;
		casex ({overflow, rm, sign, is_nan, is_inf})
			6'b1_00_x_0_x : final_result = {sign,8'hff,23'h000000};  
			6'b1_01_0_0_x : final_result = {sign,8'hfe,23'h7fffff};  
			6'b1_01_1_0_x : final_result = {sign,8'hff,23'h000000};  
			6'b1_10_0_0_x : final_result = {sign,8'hff,23'h000000};  
			6'b1_10_1_0_x : final_result = {sign,8'hfe,23'h7fffff};  
			6'b1_11_x_0_x : final_result = {sign,8'hfe,23'h7fffff};  
			6'b0_xx_x_0_0 : final_result = {sign,exponent,fraction};  
			6'bx_xx_x_1_x : final_result = {1'b1,8'hff,inf_nan_frac};  
			6'bx_xx_x_0_1 : final_result = {sign,8'hff,inf_nan_frac};  
			default : final_result = {sign,8'h00,23'h000000};  
		endcase
	endfunction
endmodule
`timescale 1ns / 1ps
module reg_cal_norm (c_rm,c_is_nan,c_is_inf,c_inf_nan_frac,c_sign,c_exp,
c_frac,clk,clrn,e,n_rm,n_is_nan,n_is_inf,
n_inf_nan_frac,n_sign,n_exp,n_frac);  
	input [27:0] c_frac;
	input [22:0] c_inf_nan_frac;
	input [7:0] c_exp;
	input [1:0] c_rm;
	input c_is_nan, c_is_inf, c_sign;
	input e;  
	input clk, clrn;  
	output reg [27:0] n_frac;
	output reg [22:0] n_inf_nan_frac;
	output reg [7:0] n_exp;
	output reg [1:0] n_rm;
	output reg n_is_nan,n_is_inf,n_sign;
	always @ (posedge clk or negedge clrn) begin
		if (!clrn) begin
			n_rm <= 0;
			n_is_nan <= 0;
			n_is_inf <= 0;
			n_inf_nan_frac <= 0;
			n_sign <= 0;
			n_exp <= 0;
			n_frac <= 0;
		end else if (e) begin
			n_rm <= c_rm;
			n_is_nan <= c_is_nan;
			n_is_inf <= c_is_inf;
			n_inf_nan_frac <= c_inf_nan_frac;
			n_sign <= c_sign;
			n_exp <= c_exp;
			n_frac <= c_frac;
		end
	end
endmodule
module pipelined_fpadder (a,b,sub,rm,s,clk,clrn,e);  
	input clk, clrn;  
	input [31:0] a, b;  
	input [1:0] rm;  
	input sub;  
	input e;  
	output [31:0] s;  
	wire [26:0] a_small_frac;
	wire [23:0] a_large_frac;
	wire [22:0] a_inf_nan_frac; 
	wire [7:0] a_exp; 
	wire a_is_nan,a_is_inf;
	wire a_sign;
	wire a_op_sub;
	fadd_align alignment (a,b,sub,a_is_nan,a_is_inf,a_inf_nan_frac,a_sign,
	a_exp,a_op_sub,a_large_frac,a_small_frac);
	wire [26:0] c_small_frac;
	wire [23:0] c_large_frac;
	wire [22:0] c_inf_nan_frac;
	wire [7:0] c_exp;
	wire [1:0] c_rm;
	wire c_is_nan,c_is_inf;
	wire c_sign;
	wire c_op_sub;
	reg_align_cal reg_ac (rm,a_is_nan,a_is_inf,a_inf_nan_frac,a_sign,a_exp,
	a_op_sub,a_large_frac,a_small_frac,clk,clrn,e,
	c_rm,c_is_nan,c_is_inf,c_inf_nan_frac,c_sign,
	c_exp,c_op_sub,c_large_frac,c_small_frac);
	wire [27:0] c_frac;
	fadd_cal calculation (c_op_sub,c_large_frac,c_small_frac,c_frac);
	wire [27:0] n_frac;
	wire [22:0] n_inf_nan_frac;
	wire [7:0] n_exp;
	wire [1:0] n_rm;
	wire n_is_nan,n_is_inf;
	wire n_sign;
	reg_cal_norm reg_cn (c_rm,c_is_nan,c_is_inf,c_inf_nan_frac,c_sign,c_exp,
	c_frac,clk,clrn,e,n_rm,n_is_nan,n_is_inf,
	n_inf_nan_frac,n_sign,n_exp,n_frac);
	fadd_norm normalization (n_rm,n_is_nan,n_is_inf,n_inf_nan_frac,n_sign,
	n_exp,n_frac,s);
endmodule
[flow/run.sh]
#!/bin/bash
# OpenROAD 26Q1-2900-gdf79404cd8, Yosys 0.63+post, stock flow scripts
make -C /OpenROAD-flow-scripts/flow DESIGN_CONFIG=/design/flow/config.mk WORK_HOME=/design/flow/orfs finish
[flow/config.mk]
export PLATFORM = sky130hd
export DESIGN_NAME = pipelined_fpadder
export DESIGN_NICKNAME = pipelined_fpadder
export VERILOG_FILES = /design/flow/design.v
export SDC_FILE = /design/flow/constraint.sdc
export NUM_CORES = 4
export LEC_CHECK = 1
export CORE_UTILIZATION = 50
[flow/constraint.sdc]
current_design pipelined_fpadder

set clk_period 37.9
set clk_io_pct 0.2

create_clock -name clk0 -period $clk_period [get_ports {clk}]

set non_clock_inputs [all_inputs -no_clocks]
set_input_delay [expr $clk_period * $clk_io_pct] -clock clk0 $non_clock_inputs
set_output_delay [expr $clk_period * $clk_io_pct] -clock clk0 [all_outputs]
==> results.ini <==
[finish]
drive_gt1_frac=0.0971
final_area_mm2=0.0203
syn2layout_area_growth_pct=10.3
post-route-util=0.565

[global_route]
grt_pass1_wl_um=110000
grt_use_total=0.393
antenna_found_initial=1
grt_pass1_vias=17900
grt_max_degree=153
grt_overflow=0

[synth]
topCellsByArea=dfrtp_1 (20%), ha_1 (7.8%), mux2i_1 (7.4%), nand2_1 (5.8%), a21oi_1 (4.1%)
synth_area_per_cell_um2=7.64
ys_area_mm2=0.0184
async_flop_share=1.00
top_area_frac=0.204
ys_warn_count=3
synth_area_mm2=0.0184
synth.ff_latch_count=150
synth-edff-count=0
synth_seq_share=0.204
ys_top_cells_by_count=nand2_1 (285), nor2_1 (180), a21oi_1 (152)
post-synth-top-count-cell=nand2_1
yosys.cell_types.count=100
ys_cells=2410
largest_area_cell=dfrtp_1
synthFlopType=dfrtp_1
synth_cells=2410

[die]
core_mm2=0.0359
initCoreUtil=0.513
die_h_um=194
die-area_mm2=0.0376
rows=69
die_w_um=194
ios=102

[route]
viasPerCell=6.70
drtAntennaViolNets=0
wl_met2_um=32200
drtIter0Drc=1966
num_vias=19200
top_layer=met4
met3WireLength_um=6780
avgRoutedWirePerCell_um=25.1
met1_length_um=29000
dr.pass1.iters=8
post-route-drc-count=0
routed_wl_um=72000

[critical_path]
critPathArrivalTime_ps=9830
critPathKind=reg -> out
critical_path_required_ps=30320
cp_top_family=simple AND/OR/NAND/NOR gates
cp_common_cell=ha_1
worstPathMaxFanout=18
slowest_delay_ps=800
critPathLaunchType=register
critPathSlowestCell=nor4_2
path_buffers=3
critPathCaptureType=primary output

[power_and_ir_drop]
p_int_uw=559
peakVddDrop_uv=40.4
p_seq_frac=0.223
power.leakage_uw=0.00864
pwr-share-comb=0.609
powerDensity_mw_per_mm2=55.3
p_sw_uw=563
switching_share=0.502
p_clk_frac=0.168

[clock_network]
cts.sinks=150
cts_root_buffer=clkbuf_16
htree_levels=4
clkLatencyLatePin_ps=450
cts_setup_buffers=0
hold_buffers=0
ctsResizeCount=0
clkTransAtPathRegs_ps=70
cts_buffers=17
cts_max_path_buffers=2
cts_tree=built

[sta]
finalSetupViolCount=0
worstMarginPinSlew_ps=1060
slew_violations=0
post-route-min-period_ps=17410
skew_ps=15.0
slew_headroom=0.276
rsz0062_at_grt=false
tns_ps=0
period_used_share=0.459
finalHoldViolCount=0
hold_slack_ps=487
fmaxAchievable_mhz=57.4

[min_path]
hold_path_class=reg -> reg

[job]
tool_warnings=76
drv_cap=0

[placement]
placed_cell_area_mm2=0.0197
place_hpwl_um=55200
port_buffers=101
place.gp.congestion=1.08

[outcome]
status=completed

## registers in the layout, indices dropped and copies added (netlist names)
register / cells
reg_cn.n_inf_nan_frac: 23
reg_cn.n_rm: 2
reg_ac.c_is_inf: 1
reg_ac.c_inf_nan_frac: 22
reg_ac.c_rm: 2
reg_cn.n_exp: 8
reg_ac.c_large_frac: 24
reg_ac.c_small_frac: 27
reg_ac.c_sign: 1
reg_ac.c_is_nan: 1
reg_cn.n_frac: 28
reg_cn.n_sign: 1
reg_ac.c_exp: 8
reg_ac.c_op_sub: 1
reg_cn.n_is_inf: 1
## power by group through the flow
stage	registers, uW	clock network (uW)	logic, uW
after CTS	247	192	669
after global routing	253	197	735
final	250	188	684
## layout by cell type, fill, tap and decap left out, types with 13 or more instances in the layout
master	instances
xnor2_1	43
nor2_1	179
a31o_2	19
a21boi_0	13
xor2_1	28
or3_1	14
a221oi_1	16
o31ai_1	17
dfrtp_1	150
o21a_1	14
nor2b_1	24
o21ai_0	128
clkbuf_16	17
mux2_2	64
nand3_1	101
mux2i_1	137
o221ai_1	17
buf_4	39
clkdlybuf4s50_1	99
a211oi_1	33
inv_1	146
nand2b_1	13
nor4_1	28
nand4_1	33
and3_1	25
ha_1	115
a21oi_1	150
a31oi_1	50
nor3_1	59
mux4_2	16
o22ai_1	27
a21o_1	21
nand2_1	285
o211ai_1	25
## cell type report
| type | count | area, um^2 |
|---|---|---|
| Sequential cell | 150 | 3750 |
| Clock inverter | 14 | 208 |
| Multi-Input combinational cell | 1936 | 13400 |
| Inverter | 152 | 573 |
| Fill cell | 3237 | 15600 |
| Tap cell | 461 | 577 |
| Timing Repair Buffer | 141 | 1330 |
| Clock buffer | 18 | 439 |
| Antenna cell | 1 | 2.50 |
## through the flow
stage / cells / power, uW / setup slack (ps)
floorplan: 2410 / 674 / 23270
global placement: 2840 / 917 / 21430
detailed placement: 2840 / 915 / 21210
CTS: 2872 / 1110 / 20680
global route: 2872 / 1180 / 19740
finish: 2873 / 1120 / 20490
## final timing paths
check	depth (start not counted)	slack [ps]	from	to
setup / recovery	30	20490	reg_cn.n_frac[14]	s[20]
hold / removal	1	490	reg_ac.c_is_inf	reg_ac.c_is_inf
setup reg to reg	16	33110	reg_ac.c_large_frac[0]	reg_cn.n_frac[26]
hold reg to reg	1	490	reg_ac.c_is_inf	reg_ac.c_is_inf
max in group asynchronous	3	29110	clrn	reg_cn.n_exp[2]
min in group asynchronous	1	7140	clrn	reg_ac.c_small_frac[10]
## worst register-to-register path, cell delays in order, from the launching register on
cell and delay (ps):
dfrtp_1 460, ha_1 370, and3b_1 210, o21a_1 140, o21ai_0 110, a21oi_1 170
o21ai_0 150, a2111oi_0 870, nor3_1 150, o41ai_1 680, a31o_2 290, a41o_1 240
a21oi_1 90, o21ai_0 170, a31oi_1 130, xnor2_1 170, mux2_2 260
## layer usage
| layer | vias to the layer above | GRT usage |
|---|---|---|
| met5 | - | 0.00511 |
| met4 | 0 | 0.163 |
| met3 | 217 | 0.0883 |
| met2 | 1053 | 0.603 |
| met1 | 9100 | 0.545 |
| li1 | 8878 | - |
## logic make-up (layout without fill, tap and decap cells)
kind of cell    count (synthesis)  after routing  synth area share
simple gates                  838            838             0.220
compound gates                686            686             0.255
buf+inv                       324            325            0.0707
mux                           218            218             0.134
flops                         150            150             0.204
fa+ha+maj                     117            117            0.0803
xor+xnor                       77             77            0.0366
other cells                     0              1                 0
Power and IR drop assume default switching activity.
