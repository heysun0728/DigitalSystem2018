===== flow/config.mk =====
export PLATFORM = sky130hd
export DESIGN_NAME = lab
export DESIGN_NICKNAME = lab
export VERILOG_FILES = /design/flow/design.v
export SDC_FILE = /design/flow/constraint.sdc
export NUM_CORES = 4
export LEC_CHECK = 1
export CORE_UTILIZATION = 50

===== flow/constraint.sdc =====
current_design lab

set clk_period 15.9
set clk_io_pct 0.2

create_clock -name clk0 -period $clk_period [get_ports {CLK}]

set non_clock_inputs [all_inputs -no_clocks]
set_input_delay [expr $clk_period * $clk_io_pct] -clock clk0 $non_clock_inputs
set_output_delay [expr $clk_period * $clk_io_pct] -clock clk0 [all_outputs]

===== flow/design.v =====
`timescale 1ns/1ps
module lab(CLK, RST, in_a, in_b, Product, Product_Valid);
input CLK, RST;
input [31:0]	in_a; 
input [31:0]	in_b; 
output reg [63:0] Product;
output reg Product_Valid;
reg [63:0] Mplicand;
reg [31:0] Mplier;
reg [6:0]	Counter ;
reg	sign;
always @(posedge CLK or posedge RST)
begin
	if(RST)
		Counter <=6'b0;
	else
		Counter <= Counter +6'b1;
end
always @(posedge CLK or posedge RST)
begin
	if(RST) begin
		Product  <= 64'b0;
		Mplicand <= 64'b0;
		Mplier   <= 32'b0;	
	end 
	else if(Counter == 6'd0) begin
		Mplicand <= {32'b0,in_a};
		Mplier <= in_b;
	end 
	else if(Counter <=6'd32) 
	begin
		if(Mplier[0] == 1'b1)	
			Product <= Mplicand + Product;
		Mplicand <= Mplicand << 1'b1;
		Mplier <= Mplier >> 1'b1;
	end 
end
always @(posedge CLK or posedge RST)
begin
	if(RST)
		Product_Valid <=1'b0;
	else if(Counter==6'd32)
		Product_Valid <=1'b1;
	else
		Product_Valid <=1'b0;
end
endmodule

===== flow/run.sh =====
#!/bin/bash
# OpenROAD 26Q1-2900-gdf79404cd8, Yosys 0.63+post, stock flow scripts
make -C /OpenROAD-flow-scripts/flow DESIGN_CONFIG=/design/flow/config.mk WORK_HOME=/design/flow/orfs finish

==> out/notes.md <==
- hold-fix buffers at CTS: 0
- number of maximum-capacitance violations: 0
- slew at the pin closest to its max-slew limit: 0.717 ns
- first-pass GRT wire length: 42000 um
- CTS sink cnt: 168
- number of warnings reported in the yosys synthesis log: 1
- number of H-tree levels: 4
- maximum frequency from static timing analysis: 220 MHz
- core area: 20200 sq um
- number of rows in the core area: 52
- violation count after the first detailed-routing iteration: 518
- initial antenna violation count: 0
- flip-flop and latch count after synthesis: 168
- Dominant flop cell: sky130_fd_sc_hd__dfrtp_1
- Data arrival, critical path: 1.36 ns
- kind of capture point of the worst setup path: output port
- number of instances in the synthesized netlist: 1162
- total negative slack: 0 ns
- average wire per standard cell: 16.3 um
- Area contributors post-synth: sky130_fd_sc_hd__dfrtp_1 (41%), sky130_fd_sc_hd__nand2_1 (9.1%), sky130_fd_sc_hd__ha_1 (7.9%), sky130_fd_sc_hd__a22oi_1 (4.7%), sky130_fd_sc_hd__o21ai_0 (4.3%)
- drt first pass iters: 48
- async set-or-reset flop fraction in the synthesized netlist: 1.00
- count of antenna diodes in the layout: 0
- stage-log warning count: 29
- number of buffers inserted by post-CTS setup repair: 0
- PD cells: 134 nW/um^2
- final critical delay including setup and external delays: 4.54 ns
- CTS clk-pin slew, worst paths: 0.07 ns
- largest buffer count on any clock path: 2
- kind of start point of the critical path: flip-flop
- post-route ant nets: 0
- largest net degree at the start of global routing: 118
- cell chain of the critical path: clkdlybuf4s50_1
- synth-to-layout area growth: 19.3%
- critical path class: reg -> out
- port buffer count: 130
- Cell Type Count: 71
- setup slack, reg-to-reg: 12.25 ns
- final worst-path cycle share: 0.286
- CTS Root Cell: sky130_fd_sc_hd__clkbuf_16
- CTS tree: done
- syn_area_per_cell: 8.87 sq um
- Die Wd: 146 um
- Largest type area fraction: 0.408
- post-layout utilization of the core: 0.608
- slowest cell delay on critical path: 0.52 ns
- routed wire length: 24800 um
- leakage power of the design: 5.73 nW
- total congestion overflow: 0
- final setup violation count: 0
- Tot Pwr: 1.65 mW
- Die Outline Area: 21200 sq um
- synthesized area: 10300 sq um
- Core Density at Floorplan: 0.510
- Hold Crit Class: reg -> reg
- EDFF count, synth: 0
- run status: finished, violations left
- required time worst endpoint: 12.72 ns
- RD Place Congestion: 0.900
- slowest cell on the critical path: sky130_fd_sc_hd__clkdlybuf4s50_1
- share of final-layout standard cells stronger than drive strength 1: 0.0461
- maximum fanout along the worst path: 4
- Hold Path Origin: Mplier[14]$_DFFE_PP0P_
- sequential cell area fraction in the yosys report: 0.408
- maximum vdd drop: 0.0000763 V
- Top delay family on crit path: buffers and inverters
- Die Height: 146 um
- origin of the worst setup path: Product[1]$_DFFE_PP0P_
- via count: 8748
- Skew-Pair Late Insertion Delay: 0.43 ns
- Post-Place Worst Slack: 11.23 ns
- placed wire-length estimate: 17700 um
- Bufs and invs on worst path: 1
- total routing usage reported by global routing: 0.250
- number of max-slew violations in the final report: 0
- count of pins on the block boundary: 131
- library cell occupying the most area in the post-synthesis netlist: sky130_fd_sc_hd__dfrtp_1
- ys cells: 1162
- Post-route DRC: 1
- Relative slew margins: 0.522
- Post-Route Skew: 0.0143 ns
- least setup slack across all paths after layout: 11.36 ns
- Via-to-Cell Ratio: 5.73
- total clock buffers created by CTS: 17
- Resized Gates After CTS: 0
- number of global-route vias before repair: 8201
- startpoint of the lowest-slack register-to-register path: Product[0]$_DFFE_PP0P_
- unrepaired setup endpoints after global routing: false
- number of failing hold endpoints at the final stage: 0
- summed standard-cell area reported by yosys: 10300 sq um
- violations in the final reports: DRC
layout by cell type, fill, tap and decap left out, types with 4 or more instances in the layout:
cell                              count
sky130_fd_sc_hd__a211oi_1             8
sky130_fd_sc_hd__a21boi_0             5
sky130_fd_sc_hd__a21o_1              32
sky130_fd_sc_hd__a21oi_1             81
sky130_fd_sc_hd__a22o_1              34
sky130_fd_sc_hd__a22oi_1             64
sky130_fd_sc_hd__a31oi_1              6
sky130_fd_sc_hd__and2_1               6
sky130_fd_sc_hd__and3_1               8
sky130_fd_sc_hd__and4_1               5
sky130_fd_sc_hd__buf_4                5
sky130_fd_sc_hd__clkbuf_16           17
sky130_fd_sc_hd__clkdlybuf4s50_1    130
sky130_fd_sc_hd__clkinv_4             4
sky130_fd_sc_hd__dfrtp_1            168
sky130_fd_sc_hd__ha_1                65
sky130_fd_sc_hd__inv_1               17
sky130_fd_sc_hd__inv_8                6
sky130_fd_sc_hd__mux2i_1              4
sky130_fd_sc_hd__nand2_1            249
sky130_fd_sc_hd__nand3_1             17
sky130_fd_sc_hd__nand4_1             22
sky130_fd_sc_hd__nor2_1              31
sky130_fd_sc_hd__nor3_1              13
sky130_fd_sc_hd__o21a_1               8
sky130_fd_sc_hd__o21ai_0             89
sky130_fd_sc_hd__o21ai_1              8
sky130_fd_sc_hd__o21bai_1            15
sky130_fd_sc_hd__o31ai_1             11
sky130_fd_sc_hd__xnor2_1             36
sky130_fd_sc_hd__xor2_1              23
cell type report:
cell class	instances	area, sq um
Clock buffer	18	439
Inverter	18	72.6
Fill cell	1777	7930
Multi-Input combinational cell	904	5740
Tap cell	270	338
Sequential cell	168	4200
Clock inverter	14	149
Timing Repair Buffer	136	1360
flip-flops by register name, summed over array words and instances (netlist names):
| signal | cells |
|---|---|
| Counter | 7 |
| Product_Valid | 1 |
| Mplicand | 64 |
| Mplier | 32 |
| Product | 64 |
per-layer routing:
metal  global-route usage  wire length [um]  up-vias
li1                     -                 -     4395
met1                0.424             12700     4126
met2                0.354             10500      211
met3               0.0502              1360       16
met4               0.0300               310        0
met5                    0                 0        -
cells by family after synthesis:
| group | after synthesis | share of synthesized area |
|---|---|---|
| buffers and inverters | 90 | 0.0372 |
| adder cells (fa/ha/maj) | 66 | 0.0808 |
| AND-OR/OR-AND | 394 | 0.256 |
| AND/OR/NAND/NOR | 381 | 0.164 |
| multiplexers | 4 | 0.00388 |
| XOR/XNOR | 59 | 0.0501 |
| flip-flops | 168 | 0.408 |
per-stage QoR:
step	hold slack [ns]	cell area (sq um)	cells
2_1_floorplan	0.445	10300	1162
3_3_place_gp	0.456	11700	1496
3_5_place_dp	0.462	11700	1496
4_1_cts	0.481	12300	1528
5_1_grt	0.498	12300	1528
6_report	0.475	12300	1528
cells in the mapped netlist (17+ instances only):
library cell                 n
sky130_fd_sc_hd__nand2_1   250
sky130_fd_sc_hd__dfrtp_1   168
sky130_fd_sc_hd__o21ai_0    89
sky130_fd_sc_hd__a21oi_1    81
sky130_fd_sc_hd__ha_1       65
sky130_fd_sc_hd__a22oi_1    64
sky130_fd_sc_hd__xnor2_1    36
sky130_fd_sc_hd__a22o_1     34
sky130_fd_sc_hd__a21o_1     33
sky130_fd_sc_hd__clkbuf_1   32
sky130_fd_sc_hd__nor2_1     31
sky130_fd_sc_hd__buf_2      25
sky130_fd_sc_hd__xor2_1     23
sky130_fd_sc_hd__nand4_1    22
sky130_fd_sc_hd__inv_1      18
sky130_fd_sc_hd__nand3_1    17
power breakdown:
part           switching (mW)  internal [mW]  total (mW)
sequential             0.0594          0.490       0.549
clock                   0.195          0.214       0.410
combinational           0.358          0.336       0.694
tightest hold or removal path, stage by stage (launching register included):
cell                      delay, ns
sky130_fd_sc_hd__dfrtp_1       0.34
sky130_fd_sc_hd__nand2_1       0.05
sky130_fd_sc_hd__nand2_1       0.05
path summary, 6_finish.rpt:
check	endpoint	cells after the start
min	Mplier[13]$_DFFE_PP0P_	2
max in group asynchronous	Mplicand[34]$_DFFE_PP0P_	3
min in group asynchronous	Mplicand[23]$_DFFE_PP0P_	2
max reg2reg	Product[56]$_DFFE_PP0P_	11
max	Product[1]	1
min reg2reg	Mplier[13]$_DFFE_PP0P_	2
No activity file was given, so power comes from the tool's default toggle rates.
